===== flow/config.mk =====
export PLATFORM = sky130hd
export DESIGN_NAME = sFIFO
export DESIGN_NICKNAME = sFIFO
export VERILOG_FILES = /design/flow/design.v
export SDC_FILE = /design/flow/constraint.sdc
export NUM_CORES = 4
export LEC_CHECK = 1
export CORE_AREA = 10 10 106 106
export DIE_AREA = 0 0 116 116

===== flow/constraint.sdc =====
current_design sFIFO

set clk_period 3.7
set clk_io_pct 0.2

create_clock -name clk0 -period $clk_period [get_ports {clk}]

set non_clock_inputs [all_inputs -no_clocks]
set_input_delay [expr $clk_period * $clk_io_pct] -clock clk0 $non_clock_inputs
set_output_delay [expr $clk_period * $clk_io_pct] -clock clk0 [all_outputs]

===== flow/design.v =====
module sFIFO
(
    output reg[8 -1 : 0] Data_out,
    output fifoisfull, fifoisempty,
    input wire[8 -1 :0] Data_in,
    input i_wreq, i_rreq,
    input clk, reset_n
)
;
reg [3 -1 :0] read_ptr , write_ptr;  
reg [3 : 0] ptr_diff;  
reg [3 -1 :0] mem [8];  
assign fifoisempty = (ptr_diff == 0)      ? 1'b1 : 1'b0;
assign fifoisfull  = (ptr_diff == 8) ? 1'b1 : 1'b0;
always@(posedge clk , negedge reset_n) begin
    if (!reset_n)
    begin
    Data_out <=0;
    read_ptr <=0;
    write_ptr <=0;
    ptr_diff <=0;
    end
    else begin
    if (i_rreq && !fifoisempty) begin
        Data_out <= mem[read_ptr];
        read_ptr <= read_ptr +1;
        ptr_diff <= ptr_diff -1;
    end
    if (i_wreq && !fifoisfull)begin
    mem[write_ptr]<=Data_in;
   write_ptr<=write_ptr +1;
   ptr_diff <= ptr_diff +1;
    end
end
end
endmodule

===== flow/run.sh =====
#!/bin/bash
# OpenROAD 26Q1-2900-gdf79404cd8, Yosys 0.63+post, stock flow scripts
make -C /OpenROAD-flow-scripts/flow DESIGN_CONFIG=/design/flow/config.mk WORK_HOME=/design/flow/orfs finish

==> out/results.txt <==
Pre-antenna DRT Iters - 4
Share of cells above drive strength 1 - 0.101
Clk sinks - 37
Pre-CTS setup slack - 1.05 ns
First-pass GRT wire length - 5.24 mm
Crit path kind - reg -> out
Critical Path Fanout Max - 6
Seq/Total Area, Yosys - 0.588
CTS tree - yes
Final Critical Period - 2.47 ns
Vias in the first global route - 1033
Initial antenna violation count - 0
Reg-to-reg slack, setup - 1.57 ns
Worst EP required - 2.96 ns
Endpoints failing setup - 0
Startpoint Class - flop
Number of port buffers - 11
RSZ-0062 raised after global routing - false
Worst-path clk slew - 0.07 ns
Detailed Place HPWL - 2.30 mm
Yosys cell count - 132
GP Congestion - 0.803
Clk root buf - clkbuf_8
Worst Path Arrival - 1.73 ns
WL/cell - 12.0 um
Vias per inst - 3.86
IO Count - 22
Max layer used - met4
CP Capture Type - output port
H-tree levels - 2
Synthesized instance count - 132
Leakage - 0.811 nW
Setup TNS - 0 ns
WL met3 - 243 um
Max cap viols - 0
Total gr overflow - 0
Peak supply drop - 0.161 mV
Ys Warns - 2
Syn-to-layout area delta - 17.2%
Largest net degree at the start of global routing - 14
Die height - 116 um
Hold Path Class - reg -> reg
Final wirelength - 3.09 mm
Worst-margin pin slew - 0.541 ns
Met1 wire length - 1.38 mm
#FFs+latches synth - 37
ANT nets after route - 0
Clock latency (worst-skew pair) - 0.28 ns
Setup Buffers After CTS - 0
DRC Markers - 0
Count of different cell masters after synthesis - 37
Yosys synthesis chip area - 1780 um2
Num rows - 34
Die width - 116 um
Tool warning count - 38
Worst clock skew - 0.00748 ns
Top-area cell type share of the netlist area - 0.405
Synth area leaders - edfxtp_1 (41%), dfrtp_1 (18%), ha_1 (9.9%)
Final Util - 0.236
Worst Slack Setup Final - 1.23 ns
Synthesized area per cell - 13.5 um2
CTS Buffer Depth - 2
GR Util All Layers - 0.0493
Crit share post-route - 0.667
Yosys top cell by area - edfxtp_1
Timing-limited maximum frequency - 405 MHz
Init Core Util - 0.201
Hold buffers post-CTS - 0
Post-CTS Resized - 0
Final Hold Viols - 0
PwrDens - 688 nW/um2
Syn Std Cell Area - 1780 um2
Chip area - 13500 um2
TritonCTS Buffers - 5
# diodes - 0
Slew margin rel. - 0.636
DR vias - 992
Status - finished, final reports clean
Starting DRC count in detailed routing - 66
Met2 wire length - 1.44 mm
Core ar. - 8850 um2
Final max-slew violation count - 0
per-stage QoR:
| step | instance area [um2] | hold slack [ns] | std cells | power, mW |
|---|---|---|---|---|
| floorplan | 1790 | 0.424 | 136 | 1.03 |
| global placement | 2000 | 0.467 | 249 | 1.18 |
| detailed placement | 2000 | 0.470 | 249 | 1.19 |
| CTS | 2080 | 0.487 | 257 | 1.45 |
| global route | 2080 | 0.529 | 257 | 1.56 |
| finish | 2080 | 0.485 | 257 | 1.43 |
final cells by class:
| cell class | instances | area [um2] |
|---|---|---|
| fillers | 910 | 6760 |
| flip-flops and latches | 37 | 1050 |
| multi-input cells | 83 | 664 |
| well taps | 108 | 135 |
| repair buffers | 13 | 125 |
| clock buffers | 7 | 76.3 |
| inverters | 8 | 32.5 |
| clock inverters | 1 | 5.00 |
cell usage in the layout (no fill, tap or decap), types with 2 or more instances in the layout:
cell type,n
clkbuf_1,2
a22o_1,2
inv_1,7
xnor2_1,4
clkdlybuf4s50_1,11
a222oi_1,2
o21ba_1,2
mux2_4,2
edfxtp_1,24
nor3_1,3
ha_1,14
o31ai_1,2
mux2_1,2
buf_4,2
nor2_1,8
a22oi_1,5
and3_1,2
dfrtp_1,13
clkbuf_8,5
nand2_1,11
o21ai_1,4
conb_1,5
flip-flops by register name, indices dropped and copies added (netlist names):
name       count
write_ptr      3
mem           24
read_ptr       3
Data_out       3
ptr_diff       4
cells by family (layout without fill, tap and decap cells):
| group | count (synthesis) | after routing | share of synthesized area |
|---|---|---|---|
| compound gates | 23 | 23 | 0.103 |
| mux | 5 | 5 | 0.0352 |
| simple gates | 30 | 30 | 0.0901 |
| flops | 37 | 37 | 0.588 |
| other cells | 1 | 5 | 0.00211 |
| buf+inv | 16 | 29 | 0.0465 |
| fa+ha+maj | 15 | 15 | 0.110 |
| xor+xnor | 5 | 5 | 0.0246 |
synthesized netlist by cell type:
cell	n
dfrtp_1	13
a211oi_1	1
a22oi_1	5
nor3_1	3
clkbuf_1	2
or3_1	1
nor2_1	8
and2_4	1
mux2_4	2
buf_2	1
inv_1	7
a21o_1	1
nor4_1	1
o21ba_1	2
xnor2_1	4
and3_1	2
a311oi_1	1
o41ai_2	1
a221oi_1	1
o31ai_1	2
ha_1	14
conb_1	1
nand3_1	1
mux2i_1	1
a22o_1	2
nand2_1	11
inv_4	1
edfxtp_1	24
o21ai_1	4
mux2_1	2
fa_1	1
nor2_4	1
a222oi_1	2
nor4b_4	1
a21oi_1	1
xor2_1	1
buf_4	5
path summary, 6_finish.rpt:
path	start	end	depth (start not counted)
worst max-delay path	ptr_diff[0]	fifoisfull	2
worst max register to register	ptr_diff[0]	ptr_diff[3]	8
min in group asynchronous	reset_n	write_ptr[0]	1
worst min-delay path	Data_out[0]	Data_out[0]	2
max in group asynchronous	reset_n	read_ptr[2]	2
worst min register to register	Data_out[0]	Data_out[0]	2
per-layer routing:
layer,vias up,track usage
met1,462,0.0659
met5,-,0
met2,23,0.0728
met4,0,0.00584
met3,3,0.0256
li1,504,-
power by group:
| part | total [mW] | leakage (nW) | internal [mW] | switching (mW) |
|---|---|---|---|---|
| clock | 0.258 | 0.0422 | 0.132 | 0.126 |
| combinational | 0.526 | 0.397 | 0.282 | 0.244 |
| sequential | 0.651 | 0.372 | 0.537 | 0.114 |
worst max-delay path, cell delays in order (launching register included):
cell and delay (ns):
dfrtp_1 0.49, nor4b_4 0.41, clkdlybuf4s50_1 0.54
No activity file was given, so power comes from the tool's default toggle rates.
